===== flow/config.mk =====
export PLATFORM = sky130hd
export DESIGN_NAME = ControlUnit
export DESIGN_NICKNAME = ControlUnit
export VERILOG_FILES = /design/flow/design.v
export SDC_FILE = /design/flow/constraint.sdc
export NUM_CORES = 4
export LEC_CHECK = 1
export CORE_AREA = 10 10 70 70
export DIE_AREA = 0 0 80 80

===== flow/constraint.sdc =====
current_design ControlUnit

set clk_period 1.4
set clk_io_pct 0.2

create_clock -name clk0 -period $clk_period [get_ports {CLK}]

set non_clock_inputs [all_inputs -no_clocks]
set_input_delay [expr $clk_period * $clk_io_pct] -clock clk0 $non_clock_inputs
set_output_delay [expr $clk_period * $clk_io_pct] -clock clk0 [all_outputs]

===== flow/design.v =====
`timescale 1ns / 1ps
module ControlUnit(
  input CLK,
  input C,
  input Z,
  input INT,
  input RESET,
  input [4:0]OPCODE_HI_5,
  input [1:0]OPCODE_LO_2,
  output logic I_SET,
  output logic I_CLR,
  output logic PC_LD,
  output logic PC_INC,
  output logic [1:0]PC_MUX_SEL,
  output logic ALU_OPY_SEL,
  output logic [3:0]ALU_SEL,
  output logic RF_WR,
  output logic [1:0]RF_WR_SEL,
  output logic SP_LD,
  output logic SP_INCR,
  output logic SP_DECR,
  output logic SCR_WE,
  output logic [1:0]SCR_ADDR_SEL,
  output logic SCR_DATA_SEL,
  output logic FLG_C_SET,
  output logic FLG_C_CLR,
  output logic FLG_C_LD,
  output logic FLG_Z_LD,
  output logic FLG_LD_SEL,
  output logic FLG_SHAD_LD,
  output logic RST,
  output logic IO_STRB
  );
  typedef enum {ST_FETCH, ST_EXEC, ST_INIT} STATES; 
  STATES NS, PS = ST_INIT;
  logic [6:0] s_opcode;
  assign s_opcode = {OPCODE_HI_5,OPCODE_LO_2};
  always_ff @ (posedge CLK)
    begin
      if (RESET == 1'b1)
        PS <= ST_INIT;
      else
        PS <= NS;
    end
  always_comb
    begin
I_SET<=1'b0;
        I_CLR<=1'b0;
        PC_LD<=1'b0;
        PC_INC<=1'b0;
        PC_MUX_SEL<=2'b00;
        ALU_OPY_SEL<=1'b0;
        ALU_SEL<=4'h0;
        RF_WR<=1'b0;
        RF_WR_SEL<=2'b00;
        SP_LD<=1'b0;
        SP_INCR<=1'b0;
        SP_DECR<=1'b0;
        SCR_WE<=1'b0;
        SCR_ADDR_SEL<=2'b00;
        SCR_DATA_SEL<=1'b0;
        FLG_C_SET<=1'b0;
        FLG_C_CLR<=1'b0;
        FLG_C_LD<=1'b0;
        FLG_Z_LD<=1'b0;
        FLG_LD_SEL<=1'b0;
        FLG_SHAD_LD<=1'b0;
        RST<=1'b0;
        IO_STRB<=1'b0;
      case (PS)
        ST_INIT: begin       
          NS     <= ST_FETCH;
          RST	 <= 1'b1;
        end
        ST_FETCH: begin     
            NS <= ST_EXEC;   
            PC_INC<=1'b1;   
        end
        ST_EXEC: begin       
          case (s_opcode)
			7'b0010000:
			begin
			PC_LD<=1'b1;
			end
			7'b0000010:
            begin
            RF_WR<=1'b1;
            ALU_SEL<=4'b0111;
            FLG_C_CLR<=1'b1;
            FLG_Z_LD<=1'b1;
            end
            7'b1001000,7'b1001001,7'b1001010,7'b1001011:
            begin
		    RF_WR<=1'b1;
            ALU_SEL<=4'b0111;
            ALU_OPY_SEL<=1'b1;
            FLG_C_CLR<=1'b1;
            FLG_Z_LD<=1'b1;
			end
			7'b1100100,7'b1100101,7'b1100110,7'b1100111:
			begin
			RF_WR<=1'b1;
			RF_WR_SEL<=2'b11;
			end
			7'b0001001:
			begin
            RF_WR<=1'b1;
            ALU_SEL<=4'b1110;
			end
            7'b1101100,7'b1101101,7'b1101110,7'b1101111:
            begin
            RF_WR<=1'b1;
            ALU_SEL<=4'b1110;
            ALU_OPY_SEL<=1'b1;
            end
            7'b1101000,7'b1101001,7'b1101010,7'b1101011:
            begin
            IO_STRB<=1'b1;
            end
            default:           
              begin
              RST <= 1'b0;
              end
          endcase
          NS <= ST_FETCH;
          PC_INC <= 1'b0;
        end
        default:           
          NS <= ST_INIT;
      endcase
    end
endmodule

===== flow/run.sh =====
#!/bin/bash
# OpenROAD 26Q1-2900-gdf79404cd8, Yosys 0.63+post, stock flow scripts
make -C /OpenROAD-flow-scripts/flow DESIGN_CONFIG=/design/flow/config.mk WORK_HOME=/design/flow/orfs finish

==> flow_metrics.tcl <==
# metrics dict for downstream scripts
set metrics [dict create \
    internal_power_mw 0.215 \
    ioPinCount 41 \
    power.density_nw_per_um2 399 \
    ir_drop_mv 0.325 \
    final_antenna_net_count 0 \
    fin_crit_sh_pct 114 \
    vias 395 \
    warnings 30 \
    p_seq_share_pct 22.5 \
    synth-seq-cells 2 \
    avgSynthCellArea_um2 7.02 \
    end_kind "output pin" \
    cts.sinks 2 \
    leakagePower_nw 0.403 \
    critPathMaxFanout 3 \
    fin_area_um2 733 \
    firstDrtPassIters 2 \
    setup_viol 8 \
    power.total_mw 0.293 \
    pre_cts_ws_ns -1.00 \
    synth_area_um2 344 \
    hp-class "flip-flop to flip-flop" \
    hp-start "PS[1]" \
    cts.path.max_buffers 2 \
    pwr-share-comb_pct 34.1 \
    critical-path-max-stage-delay_ns 0.28 \
    cp-start-kind "primary input" \
    cts_hold_repair.buffers 0 \
    ys_seq_share_pct 11.6 \
    rsz0062_at_grt "true" \
    drt_iter0_markers 14 \
    timing.final.ws_setup_ns -0.195 \
    final_max_slew_viol_count 0 \
    numCtsBuffers 3 \
    place_area_um2 607 \
    ys_area_um2 344 \
    dieHeight_um 80 \
    grt_pass1_vias 460 \
    worstPathCellList "buf_8 > nor4b_4 > nand2_1 > a21o_1 > buf_6 > o311ai_4 > buf_2" \
    p_sw_mw 0.0774 \
    ys_warn_count 1 \
    postLayoutCoreUtil_pct 21.5 \
    grt_pass1_wl_um 2090 \
    crit_type "primary input to output pin" \
    required_ns 1.12 \
    cp-startpoint "OPCODE_HI_5[2]" \
    dp_hpwl_um 1100 \
    gr-usage-all-layers_pct 3.90 \
    routabilityCongestion 0.840 \
    grt_max_degree 6 \
    min_delay_path_depth 2 \
    final-hold-violation-count 0 \
    outcome "finished, violations left" \
    routedWlPerCell_um 9.88 \
    antenna_found_initial 0 \
    rr_startpoint "PS[1]" \
    max_freq_ghz 0.627 \
    rows 21 \
    rrSetupSlack_ns 0.67 \
    fp_util_pct 10.1 \
    crit_slowest_cell "nor4b_4" \
    finalSetupTns_ns -0.916 \
    clock-skew-final_ns 0.00178 \
    drc 0 \
    routed_wl_um 1280 \
    finalNonFillerCells 129 \
    die_x_um 80 \
    holdWs_ns 0.539 \
    clk_latency_ns 0.22 \
    regMostFlops "PS" \
    root_buffer "clkbuf_4" \
    power.share.clock_pct 43.4 \
    core_um2 3420 \
    largest_reg_flops 2 \
    cts_tree "yes" \
    chipArea_um2 6400 \
    synth.distinct_cells 18 \
    top_regs "PS (2)" \
    drive_gt1_share_pct 62.7 \
    max_cap_violations 0 \
    overflow 0 \
    violations "setup timing" \
    clk_pin_slew_ns 0.03 \
    diodes 0 \
    fillCellCount 384 \
    r2r_cells 2 \
    dp.cells 122 \
    syn-instance-count 49 \
    viasPerCell 3.06 \
    cp_data_arrival_time_ns 1.31 \
    ys_cells 49 \
    area_growth_pct 113 \
    post-route-min-period_ns 1.59 \
    sw_frac_of_total_pct 26.5 \
    htree_levels 1 \
    io_buffers 22 \
]
## Yosys cell counts (all sizes together)
cell    instances  area share (%)
a21o            3             6.5
a21oi           1             1.5
and3b           1             2.5
and4            1             2.9
buf            18              39
conb            1             1.1
dfxtp           2              12
inv             4             4.4
nand2           3             3.3
nand2b          1             1.8
nand3           3             4.4
nor2            3             3.3
nor2b           2             3.6
nor3            2             2.9
nor3b           1             2.2
nor4            1             1.8
nor4b           1             4.4
o311ai          1             2.5
## critical path, delay by kind of cell
family | cells | cell delay [ns]
and+or+nand+nor | 2 | 0.40
buffers and inverters | 3 | 0.36
AOI/OAI and AO/OA | 2 | 0.27
## layout by cell type (no fill, tap or decap), types with 2 or more instances in the layout
| cell | count |
|---|---|
| inv_2 | 2 |
| dfxtp_4 | 2 |
| nand3_1 | 2 |
| buf_6 | 8 |
| dlygate4sd2_1 | 3 |
| conb_1 | 15 |
| nor2_1 | 2 |
| a21o_1 | 3 |
| buf_4 | 7 |
| clkbuf_4 | 3 |
| buf_8 | 3 |
| buf_2 | 13 |
| inv_1 | 2 |
## power groups by stage
| stage | Combinational, mW | Clock [mW] | Sequential [mW] |
|---|---|---|---|
| 4_1_cts | 0.0968 | 0.136 | 0.0661 |
| 5_1_grt | 0.111 | 0.151 | 0.0666 |
| 6_report | 0.0997 | 0.127 | 0.0659 |
## timing repair
action | in CTS | in global routing
pin swaps | 14 | 11
endpoints found under the setup margin | 14 | 12
endpoints found under the hold margin | 0 | 0
resized | 100 | 6
setup buffers | 5 | 0
## cells by family after synthesis
kind of cell	share of synthesized area, %
buffers and inverters	43.6
AND-OR/OR-AND	10.5
other	1.09
flip-flops	11.6
AND/OR/NAND/NOR	33.1
## final cells by class
class / count / area (um2) / share of cell area [%]
repair buffers: 35 / 289 / 39.4
inverters: 4 / 15.0 / 2.05
multi-input cells: 39 / 302 / 41.1
clock buffers: 3 / 22.5 / 3.07
flip-flops and latches: 2 / 47.5 / 6.48
well taps: 46 / 57.6 / 7.85
## metal layers
layer / vias up / track usage, % / wire length, um
li1: 199 / - / -
met3: 0 / 2.16 / 142
met1: 171 / 4.69 / 550
met2: 25 / 6.18 / 583
met4: 0 / 0.352 / 0
met5: - / 0 / 0
## final timing paths
| check | to |
|---|---|
| worst min-delay path | PS[0] |
| worst max-delay path | RF_WR |
| worst min register to register | PS[0] |
| worst max register to register | PS[1] |
Power figures rest on the tool's default switching activity, not on a simulated workload.
