## /design/flow/design.v

```verilog
`timescale 1ns / 1ps
module REG_FILE(
    input [7:0]DIN,
    input [4:0]ADRX,
    input [4:0]ADRY,
    input RF_WR,
    input CLK,
    output [7:0]DX_OUT,
    output [7:0]DY_OUT
    );
    logic [7:0]ram[0:31];
    initial 
    begin
        for (int i=0; i<32; i++) 
            begin
            ram[i] = 8'b0;
            end
    end
    always @(posedge CLK)
    begin
        if (RF_WR)
            begin
            ram[ADRX] = DIN;
            end
    end
        assign DX_OUT = ram[ADRX];
        assign DY_OUT = ram[ADRY];
endmodule
module SCRATCH_RAM(
    input [9:0]DATA_IN,
    input [7:0]SCR_ADDR,
    input SCR_WE,
    input CLK,
    output [9:0]DATA_OUT
    );
    logic [9:0]ram[0:255];
    initial 
    begin
        for (int i=0; i<256; i++) 
            begin
            ram[i] = 10'b0;
            end
    end
    always @(posedge CLK)
    begin
        if (SCR_WE)
            begin
            ram[SCR_ADDR] = DATA_IN;
            end
    end
        assign DATA_OUT = ram[SCR_ADDR];
endmodule
module SCR_DataMux(
    input CLK,
    input SCR_DATA_SEL,
    input [7:0]DX_OUT,
    input [9:0]PC_COUNT,
    output reg [9:0]DATA_IN
    );
    always @(posedge CLK)
    begin
        case (SCR_DATA_SEL)
            1'b0:   DATA_IN = {1'b0,1'b0,DX_OUT[7],DX_OUT[6],DX_OUT[5],DX_OUT[4],DX_OUT[3],DX_OUT[2],DX_OUT[1],DX_OUT[0]};
            1'b1:   DATA_IN = PC_COUNT;
        endcase
    end
endmodule
module SCR_AddrMux(
    input CLK,
    input [1:0]SCR_ADDR_SEL,
    input [7:0]DY_OUT,
    input [7:0]IR,
    input [7:0]DATA_OUT,
    output reg [7:0]SCR_ADDR
    );
    always @(posedge CLK)
    begin
        case (SCR_ADDR_SEL)
            2'b00:  SCR_ADDR = DY_OUT;
            2'b01:  SCR_ADDR = IR;
            2'b10:  SCR_ADDR = DATA_OUT;
            2'b11:  SCR_ADDR = !DATA_OUT;
        endcase
    end
endmodule
```

## /design/flow/run.sh

```bash
#!/bin/bash
# OpenROAD 26Q1-2900-gdf79404cd8, Yosys 0.63+post, stock flow scripts
make -C /OpenROAD-flow-scripts/flow DESIGN_CONFIG=/design/flow/config.mk WORK_HOME=/design/flow/orfs finish
```

## /design/flow/config.mk

```make
export PLATFORM = sky130hd
export DESIGN_NAME = SCRATCH_RAM
export DESIGN_NICKNAME = SCRATCH_RAM
export VERILOG_FILES = /design/flow/design.v
export SDC_FILE = /design/flow/constraint.sdc
export NUM_CORES = 4
export LEC_CHECK = 1
export CORE_UTILIZATION = 50
```

## /design/flow/constraint.sdc

```tcl
current_design SCRATCH_RAM

set clk_period 23.2
set clk_io_pct 0.2

create_clock -name clk0 -period $clk_period [get_ports {CLK}]

set non_clock_inputs [all_inputs -no_clocks]
set_input_delay [expr $clk_period * $clk_io_pct] -clock clk0 $non_clock_inputs
set_output_delay [expr $clk_period * $clk_io_pct] -clock clk0 [all_outputs]
```

==> report_table.html <==
<h2>Implementation results</h2>
<table>
<tr><th>Metric</th><th>Value</th></tr>
<tr><th colspan="2">Finish</th></tr>
<tr><td>Share of layout cells above drive strength 1</td><td>between 20% and 30%</td></tr>
<tr><td>Area taken by flip-flops and latches</td><td>0.0769 sq mm</td></tr>
<tr><td>Flip-flop count of the largest register after layout</td><td>2560</td></tr>
<tr><td>Final Cell Area</td><td>0.111 sq mm</td></tr>
<tr><td>Signed area change from the synthesized netlist to the final layout</td><td>14.3%</td></tr>
<tr><td>Comb area</td><td>between 0.015 and 0.02 sq mm</td></tr>
<tr><td>Fin cells</td><td>7477</td></tr>
<tr><td>Number of inserted filler cells in the final layout</td><td>around 14000</td></tr>
<tr><th colspan="2">Setup path</th></tr>
<tr><td>Biggest fanout along the worst timing path</td><td>between 50 and 60</td></tr>
<tr><td>Type of origin of the critical path</td><td>input port</td></tr>
<tr><td>Critical-path cell list</td><td>buf_8, buf_4, buf_4, buf_4, buf_4, mux4_2, a22oi_1, a21oi_1, o41ai_1, buf_4, nand4_1, clkdlybuf4s50_1</td></tr>
<tr><td>Crit path capture type</td><td>output pin</td></tr>
<tr><td>CP delay by family, top</td><td>buffers and inverters</td></tr>
<tr><td>Data arrival, critical path</td><td>roughly 11 ns</td></tr>
<tr><td>Critical setup path kind</td><td>in -&gt; out</td></tr>
<tr><td>Biggest cell delay along the critical path</td><td>1.15 ns</td></tr>
<tr><td>Cell occurring most often along the worst timing path</td><td>buf_4</td></tr>
<tr><td>Cell with the largest stage delay on the worst path</td><td>o41ai_1</td></tr>
<tr><td>Total buffers and inverters traversed by the critical path</td><td>7</td></tr>
<tr><td>Data required, critical path</td><td>18.56 ns</td></tr>
<tr><th colspan="2">Clock network</th></tr>
<tr><td>Setup repair bufs after CTS</td><td>0</td></tr>
<tr><td>CTS Hold Bufs</td><td>0</td></tr>
<tr><td>Register clock-pin slew on the reported worst setup and hold paths</td><td>roughly 0.060 ns</td></tr>
<tr><td>Max Root-Sink Buffers</td><td>4</td></tr>
<tr><td>Clock sink total</td><td>2560</td></tr>
<tr><td>CTS Buf Count</td><td>282</td></tr>
<tr><td>Count of H-tree levels built during CTS</td><td>5</td></tr>
<tr><td>TritonCTS clock tree</td><td>done</td></tr>
<tr><td>Clock Tree Root</td><td>clkbuf_16</td></tr>
<tr><td>Number of cells upsized or downsized after cts</td><td>0</td></tr>
<tr><th colspan="2">Global route</th></tr>
<tr><td>Maximum number of pins on one net before global-route repair</td><td>123</td></tr>
<tr><td>Antenna violations before repair</td><td>8</td></tr>
<tr><td>Overall routing resource usage</td><td>around 28%</td></tr>
<tr><td>Vias in the first global route</td><td>51300</td></tr>
<tr><td>Global-route wire length before repair</td><td>351000 um</td></tr>
<tr><td>Grt total ovfl</td><td>0</td></tr>
<tr><th colspan="2">Die</th></tr>
<tr><td>Die Span Y</td><td>443 um</td></tr>
<tr><td>I/O pin total</td><td>30</td></tr>
<tr><td>Die X</td><td>443 um</td></tr>
<tr><td>Core area</td><td>0.193 sq mm</td></tr>
<tr><td># rows</td><td>~160</td></tr>
<tr><td>Die Footprint</td><td>between 0.15 and 0.2 sq mm</td></tr>
<tr><td>Floorplan core density</td><td>50.5%</td></tr>
<tr><th colspan="2">Routing</th></tr>
<tr><td>Number of DRC violations after detailed-routing iteration 0</td><td>3113</td></tr>
<tr><td>Post-DR vias/cell</td><td>6.19</td></tr>
<tr><td>Sum of routed wire length over all layers</td><td>240000 um</td></tr>
<tr><td>Router iterations before antenna repair</td><td>6</td></tr>
<tr><td>Number of routed nets with antenna violations</td><td>0</td></tr>
<tr><td>Routed wire per std cell</td><td>32.1 um</td></tr>
<tr><td>Via count of the routed design</td><td>46300</td></tr>
<tr><td>DRC violations left</td><td>0</td></tr>
<tr><th colspan="2">Logic synthesis</th></tr>
<tr><td>Synthesized cell area</td><td>0.0974 sq mm</td></tr>
<tr><td>Total cells reported by yosys after synthesis</td><td>4328</td></tr>
<tr><td>Fraction of the yosys area taken by sequential cells</td><td>78.9%</td></tr>
<tr><td>Flops out of synthesis</td><td>2560</td></tr>
<tr><td>Chip area from the yosys synthesis statistics</td><td>0.0974 sq mm</td></tr>
<tr><td>Average cell area after synthesis</td><td>22.5 sq um</td></tr>
<tr><td>Count of yosys warnings during synthesis</td><td>1</td></tr>
<tr><td>Distinct cells, synth</td><td>22</td></tr>
<tr><td>Cells after synthesis</td><td>4328</td></tr>
<tr><th colspan="2">Placement</th></tr>
<tr><td>Count of input and output buffers</td><td>29</td></tr>
<tr><td>Cell area after placement</td><td>just over 0.1 sq mm</td></tr>
<tr><td>Cell count after placement</td><td>7007</td></tr>
<tr><td>Placer Congestion</td><td>0.865</td></tr>
<tr><td>Worst slack at placement</td><td>about 7.3 ns</td></tr>
<tr><td>Half-perimeter wire length after placement</td><td>140000 um</td></tr>
<tr><th colspan="2">Pwr</th></tr>
<tr><td>Maximum VDD drop</td><td>approximately 0.000062 V</td></tr>
<tr><td>Leakage power figure</td><td>0.0346 uW</td></tr>
<tr><td>Cell area power density</td><td>86.5 mW/mm^2</td></tr>
<tr><th colspan="2">STA</th></tr>
<tr><td>Final setup margin</td><td>roughly 7.6 ns</td></tr>
<tr><td>Final Hold Slack</td><td>4.12 ns</td></tr>
<tr><td>Setup violations, final</td><td>0</td></tr>
<tr><td>Max-slew violation total from the final report</td><td>0</td></tr>
<tr><td>Period utilisation layout</td><td>around two thirds</td></tr>
<tr><td>Slew @ Worst Pin</td><td>1.43 ns</td></tr>
<tr><td>Setup total negative slack</td><td>0 ns</td></tr>
<tr><td>Max Freq</td><td>0.0641 GHz</td></tr>
<tr><td>Relative slew slack</td><td>3.52%</td></tr>
<tr><td>Time the worst path needs with I/O delays and setup</td><td>15.59 ns</td></tr>
<tr><td>Setup repair after global routing missed its margin</td><td>no</td></tr>
<tr><td>Final hold viol count</td><td>0</td></tr>
<tr><th colspan="2">Job</th></tr>
<tr><td>Tally of max-capacitance violations</td><td>0</td></tr>
<tr><td>Count of tool warnings</td><td>30</td></tr>
<tr><th colspan="2">Worst hold path</th></tr>
<tr><td>Worst Hold Depth</td><td>1</td></tr>
<tr><td>Hold Startpoint</td><td>DATA_IN[0]</td></tr>
<tr><td>Worst Hold End</td><td>ram[114][0]$_DFFE_PP_</td></tr>
<tr><td>Hold/Removal Path Class</td><td>in -&gt; reg</td></tr>
<tr><th colspan="2">Run status</th></tr>
<tr><td>Outcome</td><td>complete, no violations</td></tr>
</table>
## metrics by stage
stage	utilization [%]	total power [uW]
after detailed placement	53.4	5630
final	57.7	9630
after floorplan	-	5420
after global routing	57.7	9920
after CTS	57.7	9720
after global placement	53.3	5630
## routing by layer
layer  part of all wire (%)  vias to the layer above  global-route usage (%)
li1                       -                    19400                       -
met1                     34                    23800                    41.1
met2                     47                     2696                    39.5
met3                     16                      377                    19.8
met4                    2.9                       13                    6.36
met5                  0.072                        -                   0.562
## worst max-delay path by stage
| stage | to | depth (start not counted) | start | slack [ns] |
|---|---|---|---|---|
| 6_report | DATA_OUT[5] | 12 | SCR_ADDR[0] | 7.61 |
| 5_1_grt | DATA_OUT[5] | 12 | SCR_ADDR[0] | 6.94 |
| 4_1_cts | DATA_OUT[5] | 12 | SCR_ADDR[0] | 7.32 |
## layout make-up
type	count	share of cell area [%]
Clock buffer	351	6.78
Tap cell	2526	2.84
Antenna cell	3	0.00674
Inverter	1	0.00337
Multi-Input combinational cell	1492	17.5
Timing Repair Buffer	428	3.08
Sequential cell	2560	69.0
Clock inverter	116	0.719
## logic make-up (layout without fill, tap and decap cells)
logic type	Yosys count	count (layout)	share of synthesized area, %
buffers and inverters	276	896	1.23
flip-flops	2560	2560	78.9
AND-OR/OR-AND	520	520	3.65
other	0	3	0
multiplexers	640	640	14.8
AND/OR/NAND/NOR	332	332	1.41
## synth_stat cells
cell | count | area (sq um)
edfxtp_1 | 2560 | 76900
mux4_2 | 640 | 14400
a22oi_1 | 320 | 2400
nor2_1 | 232 | 871
clkbuf_1 | 178 | 668
a21oi_1 | 160 | 801
buf_2 | 52 | 260
o41ai_1 | 40 | 350
nor3_1 | 30 | 150
nand2_1 | 28 | 105
buf_1 | 24 | 90.1
buf_4 | 16 | 120
nand3_1 | 13 | 65.1
nand4_1 | 10 | 62.6
nor2b_1 | 7 | 43.8
nand2b_1 | 6 | 37.5
buf_6 | 5 | 56.3
and2_1 | 2 | 12.5
or2_2 | 2 | 12.5
and2_0 | 1 | 6.26
inv_1 | 1 | 3.75
or3_1 | 1 | 6.26
## power breakdown
part / switching [uW] / internal, uW
clock: 1700 / 2410
combinational: 278 / 148
sequential: 2.02 / 5100
total: 1980 / 7660
## cells in the final DEF, fill, tap and decap left out, types with 3 or more instances in the layout
| cell | n |
|---|---|
| buf_12 | 7 |
| clkbuf_16 | 293 |
| clkinv_2 | 41 |
| nor3_2 | 4 |
| mux4_2 | 640 |
| o41ai_1 | 29 |
| diode_2 | 3 |
| nor2_1 | 231 |
| buf_8 | 12 |
| bufinv_16 | 11 |
| nand3_2 | 7 |
| buf_4 | 391 |
| nand4_1 | 10 |
| a22oi_1 | 320 |
| nand2b_1 | 4 |
| clkinv_1 | 58 |
| nor3_1 | 26 |
| clkinvlp_4 | 4 |
| o41ai_2 | 11 |
| nand3_1 | 6 |
| clkbuf_1 | 58 |
| nand2_1 | 26 |
| clkdlybuf4s50_1 | 17 |
| edfxtp_1 | 2560 |
| a21oi_1 | 160 |
| nor2b_1 | 4 |
Power figures rest on the tool's default switching activity, not on a simulated workload.
